===== config.mk =====
export PLATFORM = sky130hd
export DESIGN_NAME = plic
export DESIGN_NICKNAME = plic
export VERILOG_FILES = /design/flow/design.v
export SDC_FILE = /design/flow/constraint.sdc
export NUM_CORES = 4
export LEC_CHECK = 1
export CORE_UTILIZATION = 40

===== constraint.sdc =====
current_design plic

set clk_period 8.5
set clk_io_pct 0.2

create_clock -name clk0 -period $clk_period [get_ports {i_clk}]

set non_clock_inputs [all_inputs -no_clocks]
set_input_delay [expr $clk_period * $clk_io_pct] -clock clk0 $non_clock_inputs
set_output_delay [expr $clk_period * $clk_io_pct] -clock clk0 [all_outputs]

===== design.v =====
`default_nettype none
module plic(
	input wire i_clk,
	input wire i_rst,
	input wire [23:0] i_addr,
	input wire [3:0] i_we,
	output wire [31:0] o_dat_r,
	input wire [31:0] i_dat_w,
	input wire i_stb,
	input wire [31:1] i_int,
	output wire o_ack,
	output wire o_ext_int_m,
	output wire o_ext_int_s
);
assign o_ack = i_stb;
wire addr_is_pending     = (i_addr == 24'h001000);
wire addr_is_enable_m    = (i_addr == 24'h002000);
wire addr_is_enable_s    = (i_addr == 24'h002080);
wire addr_is_claim_m     = (i_addr == 24'h200004);
wire addr_is_claim_s     = (i_addr == 24'h201004);
reg [31:0] enable_m;
always @(posedge i_clk) begin
	if (i_rst) enable_m <= 0;
	else if (addr_is_enable_m) begin
		if (i_stb & i_we[0]) enable_m[7:0]   <= i_dat_w[7:0];
		if (i_stb & i_we[1]) enable_m[15:8]  <= i_dat_w[15:8];
		if (i_stb & i_we[2]) enable_m[23:16] <= i_dat_w[23:16];
		if (i_stb & i_we[3]) enable_m[31:24] <= i_dat_w[31:24];
	end
end
reg [31:0] enable_s;
always @(posedge i_clk) begin
	if (i_rst) enable_s <= 0;
	else if (addr_is_enable_s) begin
		if (i_stb & i_we[0]) enable_s[7:0]   <= i_dat_w[7:0];
		if (i_stb & i_we[1]) enable_s[15:8]  <= i_dat_w[15:8];
		if (i_stb & i_we[2]) enable_s[23:16] <= i_dat_w[23:16];
		if (i_stb & i_we[3]) enable_s[31:24] <= i_dat_w[31:24];
	end
end
reg [31:0] pending_m;
always @(posedge i_clk)
	if (i_rst) pending_m <= 0;
	else if (i_stb & (|i_we) & addr_is_claim_m) pending_m <= pending_m & ~(1<<i_dat_w[7:0]);
	else pending_m <= pending_m | ({i_int,1'b0} & enable_m);
reg [31:0] pending_s;
always @(posedge i_clk)
	if (i_rst) pending_s <= 0;
	else if (i_stb & (|i_we) & addr_is_claim_s) pending_s <= pending_s & ~(1<<i_dat_w[7:0]);
	else pending_s <= pending_s | ({i_int,1'b0} & enable_s);
assign o_dat_r = (addr_is_pending?	  	 pending_m|pending_s   : 32'd0)|
				 (addr_is_enable_m?      enable_m    : 32'd0)|
				 (addr_is_enable_s?      enable_s    : 32'd0)|
				 (addr_is_claim_m?       claim_m_bin : 32'd0)|
				 (addr_is_claim_s?       claim_s_bin : 32'd0);
wire [31:0] claim_m = pending_m & -pending_m;
wire [31:0] claim_m_bin = {27'd0,|(claim_m & 32'hFFFF0000),
						         |(claim_m & 32'hFF00FF00),
						         |(claim_m & 32'hF0F0F0F0),
                                 |(claim_m & 32'hCCCCCCCC),
                                 |(claim_m & 32'hAAAAAAAA)};
wire [31:0] claim_s= pending_s & -pending_s;
wire [31:0] claim_s_bin = {27'd0,|(claim_s & 32'hFFFF0000),
						         |(claim_s & 32'hFF00FF00),
						         |(claim_s & 32'hF0F0F0F0),
                                 |(claim_s & 32'hCCCCCCCC),
                                 |(claim_s & 32'hAAAAAAAA)};
assign o_ext_int_m = |pending_m;
assign o_ext_int_s = |pending_s;
endmodule

===== run.sh =====
#!/bin/bash
# OpenROAD 26Q1-2900-gdf79404cd8, Yosys 0.63+post, stock flow scripts
make -C /OpenROAD-flow-scripts/flow DESIGN_CONFIG=/design/flow/config.mk WORK_HOME=/design/flow/orfs finish

==> impl_metrics.tcl <==
# implementation run metrics
set metrics [dict create \
    status "completed" \
    setup_viol 0 \
    r2r-end "pending_s[23]" \
    ys_warn_count 1 \
    antenna_found_initial 0 \
    crit_slowest_cell "or4_4" \
    vias 6875 \
    ctsResizeCount 0 \
    drv_cap 0 \
    grt_max_degree 68 \
    synth_cell_types 50 \
    grt_pass1_vias 6678 \
    mux_area_share_pct 8.58 \
    clkPwrFrac_pct 52.6 \
    portBuffers 128 \
    path_buffers 3 \
    setup_ws_ns 1.70 \
    cts_tree "yes" \
    yosys.area_share.xor_xnor_pct 0 \
    routed_wl_mm 23.4 \
    synthArstFlopShare_pct 0 \
    grt_overflow 0 \
    clock.fmax_mhz 147 \
    dpl-instance-area_um2 7970 \
    drt_iter0_markers 680 \
    cts_setup_buffers 0 \
    synth.cell_area_um2 6540 \
    ir_worst_vdd_uv 137 \
    fp.coreArea_um2 15900 \
    fa_ha_area_share_pct 0 \
    cp_top_family "simple AND/OR/NAND/NOR gates" \
    dr.pass1.iters 5 \
    warning_count 25 \
    ff2ff_setup_slack_ns 7.61 \
    wl_per_cell_um 19.8 \
    htree_levels 4 \
    avgSynthCellArea_um2 7.83 \
    cpMostUsedCell "clkdlybuf4s50_1" \
    design_area_um2 8590 \
    hpwl_mm 17.3 \
    min_period_over_period_pct 80.0 \
    grt_pass1_wl_mm 36.6 \
    place_worst_setup_slack_ns 1.77 \
    synthTopCellsByArea "dfxtp_1 (39%), mux2i_1 (8.6%), a21oi_1 (6.8%), nand2_1 (6.2%), nor2_1 (5.3%)" \
    crit_path_end "o_dat_r[1]" \
    ys_sh_aoi_pct 23.1 \
    min_path_type "flip-flop to flip-flop" \
    drc 0 \
    die_h_um 130 \
    switching_share_pct 21.5 \
    p_leak_nw 2.98 \
    numCtsBuffers 17 \
    power_w 0.00145 \
    antenna_cells 0 \
    relSlewSlack_pct 40.0 \
    post-synth-top-area-fraction_pct 39.2 \
    ys.flop_type "dfxtp_1" \
    tightest_slew_ns 0.893 \
    worstSetupPathType "input port to output port" \
    logic_family "simple AND/OR/NAND/NOR gates" \
    hold_violations 0 \
    tns_ns 0 \
    grt_use_total_pct 29.7 \
    crit_required_ns 6.80 \
    yosys_area_um2 6540 \
    synth_seq_share_pct 39.2 \
    end_kind "output port" \
    crit_path_start "i_addr[9]" \
    pin_count 129 \
    cts_buffer_depth 2 \
    regToRegStartpoint "pending_s[23]" \
    clock_latency_ns 0.41 \
    cpPeakStageDelay_ns 0.54 \
    r2r_cells 2 \
    drv_slew 0 \
    drive_gt1_share_pct 5.60 \
    pwr-share-seq_pct 41.4 \
    clk_pin_slew_worst_paths_ns 0.06 \
    p_switching_w 0.000311 \
    syn-instance-count 835 \
    fp-utilization_pct 41.0 \
    dieArea_um2 16900 \
    rsz0062_at_grt "no" \
    synthToLayoutAreaGrowth_pct 31.4 \
    fin_crit_ns 6.80 \
    crit_path_cell_trace "clkdlybuf4s50_1, or4_4, or4_1, or3_1, or2_1, buf_4, o22ai_1, a2111o_1, clkdlybuf4s50_1" \
    crit_path_max_fanout 16 \
    p_int_w 0.00114 \
    ant_nets 0 \
    postCtsHoldBufs 0 \
    edf_count 0 \
    cts_root_buf "clkbuf_16" \
    cp.depth 9 \
    worstPathArrival_ns 5.10 \
    final.setup_skew_ns 0.00546 \
    dp_cells 1149 \
    die_w_um 130 \
    vias_per_cell 5.82 \
    ys.flops 128 \
    ys_cells 835 \
    pwr-share-comb_pct 5.9 \
    finalNonFillerCells 1181 \
    rows 46 \
    ys_top_cells_by_count "dfxtp_1 (128), nand2_1 (108), nor2_1 (92)" \
    cts.sinks 128 \
    top_cell "dfxtp_1" \
    top_area_cell "dfxtp_1" \
    simple_gate_area_share_pct 25.3 \
    worst_setup_path_start_kind "input port" \
    p_per_area_nw_per_um2 169 \
    gp_congestion 1.02 \
]
==> power groups by stage <==
stage,logic (W),registers [W],clock network (W)
finish,0.0000855,0.000600,0.000762
global route,0.0000907,0.000600,0.000799
CTS,0.0000851,0.000600,0.000768
==> how the worst min path moves through the flow <==
stage	start	endpoint	slack [ns]	cells past startpoint
final	enable_s[25]	enable_s[25]	0.47	2
after global routing	enable_s[9]	enable_s[9]	0.49	2
after CTS	enable_m[22]	enable_m[22]	0.47	2
==> cells in the final DEF (no fill, tap or decap), types with 4 or more instances in the layout <==
cell               n
o31ai_1            4
nand4b_1           6
a221oi_1           4
o22ai_1           31
buf_4             12
bufinv_16          4
clkdlybuf4s50_1  126
nor3_1            15
nor2b_1           10
clkinvlp_4         5
a211oi_1          35
or4_1              4
dfxtp_1          128
o21ai_0           48
a31oi_1           31
a21oi_1           89
or3_1              7
mux2i_1           56
inv_1             15
nor4_1            24
nor2_1            92
nand3_1           45
nand2_1          108
nand4_1            6
nand2b_1           4
clkbuf_16         17
==> logic make-up after synthesis <==
group                  after synthesis
AOI/OAI and AO/OA                  254
DFF                                128
and+or+nand+nor                    341
buffers and inverters               56
muxes                               56
==> stage by stage <==
step / hold slack, ns / util, %
2_1_floorplan: 0.444 / -
3_3_place_gp: 0.461 / 50.0
3_5_place_dp: 0.463 / 50.0
4_1_cts: 0.470 / 53.9
5_1_grt: 0.489 / 53.9
6_report: 0.472 / 53.9
==> worst register-to-register path: cells and delay by family, from the launching register on <==
kind / cells / cell delay [ns]
AND-OR/OR-AND: 2 / 0.30
flip-flops: 1 / 0.52
==> state kept, by name, summed over array words and instances (netlist names) <==
name and count:
enable_s 32, pending_s 32, enable_m 32, pending_m 32
==> per-layer routing <==
metal	routed length, um	GRT usage (%)	share of wire [%]
met1	10400	42.4	45
met2	10400	45.4	45
met3	1850	7.35	7.9
met4	710	9.30	3.0
met5	0	0	0
==> final cells by class <==
cell class / instances / area, um^2
Fill cell: 1443 / 7350
Multi-Input combinational cell: 651 / 3720
Sequential cell: 128 / 2560
Timing Repair Buffer: 139 / 1360
Clock buffer: 19 / 433
Tap cell: 216 / 270
Clock inverter: 13 / 189
Inverter: 15 / 56.3
Power figures rest on the tool's default switching activity, not on a simulated workload.
