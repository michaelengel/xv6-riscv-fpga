`flow/config.mk`:
```
export PLATFORM = sky130hd
export DESIGN_NAME = clint
export DESIGN_NICKNAME = clint
export VERILOG_FILES = /design/flow/design.v
export SDC_FILE = /design/flow/constraint.sdc
export NUM_CORES = 4
export LEC_CHECK = 1
export CORE_UTILIZATION = 40
```
`flow/constraint.sdc`:
```
current_design clint

set clk_period 11.9
set clk_io_pct 0.2

create_clock -name clk0 -period $clk_period [get_ports {i_clk}]

set non_clock_inputs [all_inputs -no_clocks]
set_input_delay [expr $clk_period * $clk_io_pct] -clock clk0 $non_clock_inputs
set_output_delay [expr $clk_period * $clk_io_pct] -clock clk0 [all_outputs]
```
`flow/design.v`:
```
`default_nettype none
module clint(
	input wire i_clk,
	input wire i_rst,
	input wire [15:0] i_addr,
	input wire [3:0] i_we,
	output wire [31:0] o_dat_r,
	input wire [31:0] i_dat_w,
	input wire i_stb,
	output wire o_ack,
	output wire o_timer_int,
	output wire o_software_int
);
assign o_ack = i_stb;
wire addr_is_msip       = (i_addr==16'h0000);
wire addr_is_mtimecmp_l = (i_addr==16'h4000);
wire addr_is_mtimecmp_h = (i_addr==16'h4004);
wire addr_is_mtime_l    = (i_addr==16'hBFF8);
wire addr_is_mtime_h    = (i_addr==16'hBFFC);
reg msip;
always @(posedge i_clk)
	if (i_rst) msip <= 0;
	else if (addr_is_msip & i_stb & i_we[0]) msip <= i_dat_w[0];
reg [63:0] mtimecmp;
always @(posedge i_clk)
	if (i_rst) mtimecmp <= 0; 
	else if (addr_is_mtimecmp_l) begin
		if (i_stb & i_we[0]) mtimecmp[7:0]   <= i_dat_w[7:0];
		if (i_stb & i_we[1]) mtimecmp[15:8]  <= i_dat_w[15:8];
		if (i_stb & i_we[2]) mtimecmp[23:16] <= i_dat_w[23:16];
		if (i_stb & i_we[3]) mtimecmp[31:24] <= i_dat_w[31:24];
	end
	else if (addr_is_mtimecmp_h) begin
		if (i_stb & i_we[0]) mtimecmp[39:32] <= i_dat_w[7:0];
		if (i_stb & i_we[1]) mtimecmp[47:40] <= i_dat_w[15:8];
		if (i_stb & i_we[2]) mtimecmp[55:48] <= i_dat_w[23:16];
		if (i_stb & i_we[3]) mtimecmp[63:56] <= i_dat_w[31:24];
	end
reg [63:0] mtime;
always @(posedge i_clk)
	if (i_rst) mtime <= 0;
	else  mtime <= mtime + 1;
assign o_dat_r = (addr_is_msip?          {31'd0,msip}: 0)|
				 (addr_is_mtimecmp_l?  mtimecmp[31:0]: 0)|
				 (addr_is_mtimecmp_h? mtimecmp[63:32]: 0)|
				 (addr_is_mtime_l?        mtime[31:0]: 0)|
				 (addr_is_mtime_h?       mtime[63:32]: 0);
assign o_timer_int    = (mtime >= mtimecmp);
assign o_software_int = msip;
endmodule
```
`flow/run.sh`:
```
#!/bin/bash
# OpenROAD 26Q1-2900-gdf79404cd8, Yosys 0.63+post, stock flow scripts
make -C /OpenROAD-flow-scripts/flow DESIGN_CONFIG=/design/flow/config.mk WORK_HOME=/design/flow/orfs finish
```
==> CHANGELOG.md <==
### Implementation results

* Max Cap Viol at 0
* Number of synthesized flops with an enable pin at 0
* Post-route setup TNS at 0 ns
* Core Rows at 49
* Crit-path most repeated cell: clkdlybuf4s50_1
* Crit path buffers/inverters at 3
* Avg WL per Cell at roughly 15 um
* Tot GR Track Use at 20.5%
* Post-layout period usage at 60.1%
* Largest net degree at the start of global routing at 66
* DRC Markers at 0
* Synthesized area at about 7600 sq um
* Final ANT Viol Nets at 0
* Avg Cell Area, Syn at 8.44 sq um
* Vias at 6367
* Clock Tree Buf Depth at 2
* Tool warning count at 25
* Layout fillers at ~1700
* Vias in the first global route at between 6000 and 7000
* Post-Route Skew at between 0.006 and 0.007 ns
* Yosys cell count at 896
* TritonCTS clock tree: built
* Core Area at 18300 sq um
* Comb area at 4530 sq um
* Req. time, crit path at between 9 and 10 ns
* Crit end category: primary output
* Buffers added on ports at around 89
* Setup Buffers After CTS at 0
* Period minus WS final at a little over 7 ns
* RSZ-0062 raised after global routing: false
* Delay-heaviest family, CP: buffers and inverters
* Main flop type: dfxtp_1
* CP cell instances: clkdlybuf4s50_1 -> and4_1 -> nand4_1 -> nor4_1 -> nor2b_2 -> buf_4 -> a22oi_1 -> nand2_1 -> clkdlybuf4s50_1
* Core Density at Floorplan at 41.4%
* Clk network pwr share at 53.1%
* Yosys top cell by instances: nor2_1
* Seq/Total Area, Yosys at 34.1%
* Syn. warnings at 1
* Peak Freq at ~140 MHz
* Post-CTS Hold Fix Bufs at 0
* GRT overflow at 0
* Drt pass-1 iters at 6
* Post-DP HPWL at 13500 um
* Initial antenna violation count at 0
* Crit Path Category: in2out
* Yosys chip area at 7560 sq um
* Clock Sinks at roughly 130
* Slew Limit Headroom at 49.0%
* IO Pins at approximately 90
* Drt total wl at 18700 um
* Max VDD drop at 88.5 uV
* Die ar. at 19500 sq um
* Outcome: completed
* Ant. Diodes at 0
* Synth area leaders: dfxtp_1, ha_1, mux2i_1
* First-pass GRT wire length at about 31000 um
* Critical Path AT at approximately 4.8 ns
* Slowest stage cell, crit path: clkdlybuf4s50_1
* Chip Width at 140 um
* Sequential power share at 43.3%
* Worst-Margin Slew at 0.766 ns
* Final Hold Vio Count at 0
* Initial drt markers at 353
* Highest cell delay on the worst timing path at about 0.48 ns
* Startpoint Class: input port
* Worst min-delay path class: reg2reg
* Commonest cells in the netlist: nor2_1, dfxtp_1, inv_1
* Post-synth ARST share at 0%
* Clock latency (worst-skew pair) at a little over 0.4 ns
* Cell type with the largest total area: dfxtp_1
* Routability congestion estimate at between 0.8 and 0.9
* Max Transition Viols Final at 0
* Comb power frac at 3.6%
* Die Ht at 140 um
* PD cells at roughly 110 nW/um^2
* Clock root cell: clkbuf_16
* Area growth, synth to finish at 21.7%
* Clk slew on worst S/H paths at 0.05 ns
* Distinct lib cells used at 54
* CP max FO at 32
* Area leader share at around a third
* Overall power at 1.00 mW
* LEAKAGE at 3.54 nW
* Resize count post-CTS at 0
* Post-DR vias/cell at between 5 and 6
* Share of cells above drive strength 1 at 5.61%
* H-tree depth at 4
* Total CTS buffers at 17
* Register area at 2580 sq um
* Mapped Cells at 896
* Sw Share at 20.4%
* Synthesized registers at 129
* Internal power at 798 uW
* Setup violations, final at 0
* P_sw at ~200 uW
kinds of logic (layout without fill, tap and decap cells):
group | after synthesis | after routing | share of synthesized area [%]
simple gates | 343 | 343 | 22.5
flops | 129 | 129 | 34.1
compound gates | 128 | 128 | 11.5
buf+inv | 111 | 195 | 6.05
mux | 66 | 66 | 8.75
fa+ha+maj | 65 | 65 | 10.8
xor+xnor | 54 | 54 | 6.25
through the flow:
step,std cells,worst slack [ns],area (sq um),util [%],hold WS (ns)
detailed placement,1177,4.75,8600,47.0,0.498
finish,1209,4.74,9200,50.4,0.498
CTS,1209,4.76,9200,50.4,0.512
floorplan,896,5.76,7560,-,0.452
global route,1209,4.55,9200,50.4,0.546
global placement,1177,4.80,8600,47.0,0.492
cell type report:
type	instances	share of cell area, %
Tap cell	229	3.11
Multi-Input combinational cell	656	49.3
Inverter	67	2.73
Sequential cell	129	28.1
Clock inverter	10	1.44
Clock buffer	22	5.15
Timing Repair Buffer	96	10.2
final timing paths:
kind / cells after the start / startpoint / end / slack [ns]
hold / removal: 1 / mtime[0] / mtime[0] / 0.50
hold reg to reg: 1 / mtime[0] / mtime[0] / 0.50
setup reg to reg: 6 / mtime[31] / mtime[60] / 9.22
setup / recovery: 9 / i_addr[10] / o_dat_r[6] / 4.74
registers in the layout (all words and copies together) (netlist names):
name and cells:
mtime 64, msip 1, mtimecmp 64
metal layers:
metal	up-vias	wire length, um	track usage (%)
met5	-	0	0
met3	7	834	2.98
li1	3310	-	-
met2	136	8420	32.1
met1	2914	9360	31.7
met4	0	109	1.35
cells in the final DEF (no fill, tap or decap), drive strengths merged, types with 4 or more instances in the layout:
cell | Yosys | final
nor2 | 137 | 137
dfxtp | 129 | 129
clkdlybuf4s50 | 0 | 88
inv | 67 | 67
mux2i | 65 | 65
ha | 65 | 65
nand2 | 64 | 64
a22oi | 62 | 62
nand4 | 37 | 37
xor2 | 36 | 36
nand3 | 31 | 31
a21oi | 28 | 28
clkbuf | 30 | 22
xnor2 | 18 | 18
and3 | 16 | 16
a21o | 13 | 13
nor3 | 13 | 13
and4 | 13 | 13
o21ai | 11 | 11
buf | 14 | 8
or3 | 8 | 8
and2 | 8 | 8
nor4 | 6 | 6
clkinv | 0 | 4
power groups by stage:
stage,combinational [mW],sequential (mW),clock [mW]
after global routing,0.0396,0.434,0.566
final,0.0362,0.434,0.533
after CTS,0.0367,0.434,0.543
Power and IR drop assume default switching activity.
